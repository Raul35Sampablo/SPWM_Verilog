File: /design/flow/config.mk
export PLATFORM = sky130hd
export DESIGN_NAME = division
export DESIGN_NICKNAME = division
export VERILOG_FILES = /design/flow/design.v
export SDC_FILE = /design/flow/constraint.sdc
export NUM_CORES = 4
export LEC_CHECK = 1
export CORE_UTILIZATION = 30
File: /design/flow/design.v
module division(
input clk,
input wire[16:0] divisor,
input wire[16:0] dividendo,
output reg [16:0] resultado
);
always @(posedge clk)begin
	resultado <= dividendo / (divisor);
end
endmodule
File: /design/flow/run.sh
#!/bin/bash
# OpenROAD 26Q1-2900-gdf79404cd8, Yosys 0.63+post, stock flow scripts
make -C /OpenROAD-flow-scripts/flow DESIGN_CONFIG=/design/flow/config.mk WORK_HOME=/design/flow/orfs finish
File: /design/flow/constraint.sdc
current_design division

set clk_period 92.2
set clk_io_pct 0.2

create_clock -name clk0 -period $clk_period [get_ports {clk}]

set non_clock_inputs [all_inputs -no_clocks]
set_input_delay [expr $clk_period * $clk_io_pct] -clock clk0 $non_clock_inputs
set_output_delay [expr $clk_period * $clk_io_pct] -clock clk0 [all_outputs]
==> metrics.cfg <==
[status]
status=finished clean

[clocking]
cts_resized=0
cts_max_level=1
hold_buffers=0
path_clk_slew_ps=80
clockBufferDepth=2
clock-root-buffer=clkbuf_16
cts_tree=yes
cts_buffers=3
post_cts_buffers=0
cts_sinks=17

[yosys]
yosysTopAreaCell=ha_1
yosys_area_um2=8260
synth_area_um2=8260
ys.flop_type=dfxtp_1
netlist.area_leader.share=0.233
yosysWarnings=1
netlist-cell-type-count=79
edf_count=0
ys.flops=17
synth_cells=1175
avgSynthCellArea_um2=7.03
yosysCellCount=1175
synth_async_sr_flop_share=0
ys_seq_share=0.0412
area_leaders=ha_1 (23%), a21oi_1 (6.5%), nor2_1 (5.0%), xnor2_1 (5.0%), nand2_1 (4.3%)

[route]
drt_first_iter_violations=671
wl_per_cell_um=17.3
first_pass_iters=5
num_vias=8789
diodes=0
detail-route-antenna-nets=0
vias_per_cell=5.67
route.detailed.drc=0
wirelength_um=26800

[sta]
slew-limit-headroom=0.399
tns_ps=0
tightestPinTransition_ps=898
hold_viol=0
maxSlewViolCount=0
setup_viol=0
period_needed_ps=53330
finalCritPeriodShare=0.578
rsz0062_at_grt=false
fmax_mhz=18.8

[worst_setup_path]
crit_fanout=19
start_kind=primary input
required_ps=92360
path_common_cell=ha_1
max_stage_delay_ps=810
cp-end-kind=flip-flop
slowest_stage=a221oi_1
critPathKind=primary input to flip-flop
cp_data_arrival_time_ps=53480

[power]
max-vdd-ir-drop_uv=6.64
power.density_nw_per_um2=9.13
total_power_uw=84.4
power.leakage_nw=4.16

[floorplan]
die_y_um=168
die_x_um=168
chipArea_um2=28200
fp_util=0.306
rows=60
io-pin-count=52
core_um2=27000

[global_route]
grt_usage=0.192
grt_antenna_before_repair=0
grt_pass1_wl_um=42900
grt_pass1_vias=8179
grt_overflow=0
grt_max_degree=20

[worst_hold_path]
hp-class=primary input to flip-flop

[place]
gp_congestion=0.957
portBuffers=51
dp_hpwl_um=21700

[final_layout]
n_fill_cell=2828
final_layout_size_suffix_gt1_frac=0.0587
ff_latch_area_um2=340
combGateArea_um2=7550
largest_reg_flops=17
regMostFlops=resultado
reg_top3=resultado (17)
area_delta_synth_final_pct=12.0

[flow_run]
drv_cap=0
tool_warnings=26

-- synthesized netlist by cell type, types with 10 or more instances --
cell	instances
nor2b_1	14
ha_1	154
nor3_1	55
mux2i_1	10
nand3_1	33
o211ai_1	23
a211oi_1	18
o21a_1	45
o21ai_0	58
clkbuf_1	26
xnor2_1	47
or3_1	14
inv_1	61
xor2_1	19
and3_1	17
o31ai_1	12
nand2b_1	11
dfxtp_1	17
nand2_1	94
nor2_1	111
a21oi_1	108
a21o_1	39
or2_2	15
mux2_2	22
a31oi_1	13
-- where the power goes --
part | internal (mW) | switching, mW
clock network | 0.00588 | 0.00463
registers | 0.00767 | 0.000198
logic | 0.0288 | 0.0372
-- final cells by class --
| type | instances | share of cell area |
|---|---|---|
| Clock inverter | 1 | 0.000541 |
| Clock buffer | 3 | 0.00812 |
| Sequential cell | 17 | 0.0368 |
| Tap cell | 341 | 0.0461 |
| Inverter | 65 | 0.0265 |
| Multi-Input combinational cell | 1060 | 0.817 |
| Timing Repair Buffer | 63 | 0.0649 |
-- routing by layer --
metal  global-route usage  share of wire  up-vias  wire length, µm
li1                     -              -     4488                -
met1                0.275           0.48     4011            12900
met2                0.315           0.45      259            12100
met3               0.0215          0.055       31             1480
met4               0.0295          0.015        0              408
met5                    0              0        -                0
-- path summary, 6_finish.rpt --
kind | from | end | slack [ps] | depth (start not counted)
min | divisor[1] | resultado[16] | 19030 | 4
max | divisor[8] | resultado[0] | 38870 | 128
-- through the flow --
stage / util / hold WS [ps] / area, µm² / cells / worst slack, ps
final: 0.343 / 19030 / 9250 / 1550 / 38870
after global routing: 0.343 / 19100 / 9250 / 1550 / 35820
after CTS: 0.343 / 19040 / 9250 / 1550 / 39380
after detailed placement: 0.340 / 19100 / 9170 / 1546 / 39200
after global placement: 0.340 / 19100 / 9170 / 1546 / 39870
after floorplan: - / 18700 / 8260 / 1175 / 46900
-- kinds of logic after synthesis --
group	after synthesis	synth area share
multiplexers	33	0.0435
XOR/XNOR	66	0.0700
adder cells (fa/ha/maj)	154	0.233
AND-OR/OR-AND	401	0.326
flip-flops	17	0.0412
buffers and inverters	98	0.0455
AND/OR/NAND/NOR	406	0.240
-- critical path, delay by kind of cell --
family                     cells  cell delay [ps]
AOI/OAI and AO/OA             65            18080
adders and majority gates     16             4990
buffers and inverters         15             4160
muxes                          2              770
and+or+nand+nor               30             7010
-- placed cells by master (no fill, tap or decap), types with 4 or more instances in the layout --
cell type / instances
o41ai_1: 4
ha_1: 154
nor4_1: 7
and3_1: 17
a211oi_1: 17
a21oi_1: 108
nand2b_1: 11
o21a_1: 45
o211a_1: 8
a21o_1: 39
nor3b_1: 6
nand3_1: 33
nor3_1: 55
xnor2_1: 47
mux2i_1: 10
o31a_1: 5
inv_1: 61
mux2_2: 22
a21boi_0: 8
nor2_1: 111
o211ai_1: 23
a31o_2: 4
nor2b_1: 14
or3_1: 14
nand4_1: 7
o31ai_1: 12
xor2_1: 19
clkdlybuf4s50_1: 51
o22ai_1: 4
or2_2: 15
and2_1: 9
o21ai_0: 58
nand2_1: 94
buf_4: 12
o21ai_1: 7
a31oi_1: 13
dfxtp_1: 17
Power is estimated from default activity; no workload was simulated.
