==> run.sh <==
#!/bin/bash
# OpenROAD 26Q1-2900-gdf79404cd8, Yosys 0.63+post, stock flow scripts
make -C /OpenROAD-flow-scripts/flow DESIGN_CONFIG=/design/flow/config.mk WORK_HOME=/design/flow/orfs finish
==> constraint.sdc <==
current_design multiplicacion

set clk_period 7.0
set clk_io_pct 0.2

create_clock -name clk0 -period $clk_period

set non_clock_inputs [all_inputs -no_clocks]
set_input_delay [expr $clk_period * $clk_io_pct] -clock clk0 $non_clock_inputs
set_output_delay [expr $clk_period * $clk_io_pct] -clock clk0 [all_outputs]
==> design.v <==
module multiplicacion(
	input [13:0] cont_in_inc,
	input [10:0] digito2_1,
	output [10:0] result_1_2,
	input [13:0] cont_in_dec,
	input [10:0] digito2_2,
	output [10:0] result_2_2
);
assign result_1_2 = cont_in_inc * digito2_1;
assign result_2_2 = (cont_in_dec - 3) * digito2_2;
endmodule
==> config.mk <==
export PLATFORM = sky130hd
export DESIGN_NAME = multiplicacion
export DESIGN_NICKNAME = multiplicacion
export VERILOG_FILES = /design/flow/design.v
export SDC_FILE = /design/flow/constraint.sdc
export NUM_CORES = 4
export LEC_CHECK = 1
export CORE_UTILIZATION = 50
==> results.py <==
# Auto-generated metrics
metrics = {
    "outcome": {
        "status": "complete, but fails checks",
        "violations": "setup timing",
    },
    "die": {
        "core-area_sq_um": 7290,
        "initial_core_util": 0.522,
        "fp.dieW_microns": 89.2,
        "core.rowCount": 31,
        "dieHeight_microns": 89.2,
        "boundaryPins": 72,
        "die_area_sq_um": 7960,
    },
    "drt": {
        "wire_per_inst_microns": 11.7,
        "vias_per_cell": 4.60,
        "routed-via-count": 3291,
        "drt-pass1-iter-count": 4,
        "drc": 0,
        "drt_wl_total_microns": 8380,
        "drtAntennaViolNets": 0,
        "drtIter0Drc": 52,
        "diodes": 0,
    },
    "hold_path": {
        "hp-class": "input pin to primary output",
        "hold_path_startpoint": "cont_in_dec[0]",
        "hold_end": "result_2_2[0]",
        "hold_depth": 5,
    },
    "run": {
        "drv_cap": 0,
        "warning_count": 42,
    },
    "synthesis": {
        "netlist.top_cell.by_area": "fa_1",
        "syn_area_per_cell_sq_um": 8.20,
        "topCellsByArea": "fa_1 32%, ha_1 19%, inv_1 12%",
        "ys_warn_count": 0,
        "synthCells": 464,
        "common_cells": "119 x inv_1, 74 x nand2_1, 60 x fa_1, 57 x ha_1, 44 x and2_1",
        "yosysCellCount": 464,
        "top_area_frac": 0.316,
        "synth_top_cell_by_count": "inv_1",
        "synth_seq_share": 0,
        "synthDistinctLibCells": 25,
        "syn-cell-area_sq_um": 3800,
        "synth_chip_area_sq_um": 3800,
    },
    "placed_design": {
        "gp_congestion": 0.912,
        "numPortBuffers": 66,
        "pre_cts_slack_ns": -1.47,
        "dp.cells": 705,
        "post-dp-hpwl_microns": 7130,
    },
    "timing": {
        "period_needed_ns": 7.68,
        "finalSetupViolCount": 4,
        "finalCritPeriodShare": 1.10,
        "finalHoldViolCount": 0,
        "maxSlewHeadroom": 0.771,
        "setup_slack_ns": -0.683,
        "drv_slew": 0,
        "tightest_slew_ns": 0.342,
        "timing.setup.tns_ns": -1.47,
        "grt_setup_unrepaired": "true",
        "max_freq_mhz": 130,
    },
    "critical_path": {
        "critical_path_required_ns": 5.60,
        "worst-path-max-fanout": 2,
        "crit_type": "input pin to primary output",
        "worstPathArrival_ns": 6.28,
        "cp-end-kind": "primary output",
        "cp-start-kind": "input pin",
    },
    "pwr": {
        "vdd_drop_max_v": 0.000169,
        "finalPower_w": 0.00162,
        "p_per_area_nw_per_um2": 286,
        "cellLeakagePower_nw": 2.99,
    },
    "finish": {
        "design.seq.count": 0,
        "layout.area.comb_sq_um": 3650,
        "clkbuf_count": 0,
        "post-route-util": 0.775,
        "final-instance-count-excl-fill": 716,
        "n_fill_cell": 505,
        "area_growth_syn_to_layout_pct": 48.6,
        "seqCellArea_sq_um": 0,
        "final_layout_size_suffix_gt1_frac": 0.254,
    },
    "global_route": {
        "track_usage": 0.242,
        "antenna_found_initial": 0,
        "grt_max_degree": 13,
        "grt_pass1_wl_microns": 14200,
        "grt_overflow": 0,
        "grt_pass1_vias": 3286,
    },
}
## metrics by stage
step | area (sq um) | hold slack [ns]
6_report | 5650 | 3.59
5_1_grt | 5650 | 3.64
4_1_cts | 5500 | 3.61
3_5_place_dp | 5220 | 4.02
3_3_place_gp | 5220 | 4.01
2_1_floorplan | 3820 | 3.00
## critical path, cell delays in order
cell	delay (ns)
buf_8	0.10
ha_4	0.15
or3_4	0.40
nor3_4	0.15
xor2_2	0.17
nand2_1	0.10
fa_1	0.54
inv_1	0.05
fa_1	0.51
inv_2	0.04
fa_1	0.47
inv_1	0.05
fa_1	0.50
inv_2	0.04
fa_2	0.34
xor2_2	0.15
xnor2_1	0.17
xnor2_1	0.16
xnor3_1	0.25
xnor3_1	0.20
xnor2_1	0.20
buf_2	0.14
## layer usage
layer | part of all wire | wire, microns | vias to the layer above | global-route usage
li1 | - | - | 1667 | -
met1 | 0.52 | 4340 | 1549 | 0.409
met2 | 0.43 | 3570 | 71 | 0.369
met3 | 0.048 | 405 | 4 | 0.0346
met4 | 0.0073 | 61 | 0 | 0.0144
met5 | 0 | 0 | - | 0
## logic make-up (layout without fill, tap and decap cells)
logic type	count (synthesis)	after routing	share of synthesized area
xor gates and xnor gates	53	53	0.140
AOI/OAI and AO/OA	24	24	0.0398
adders and majority gates	117	117	0.503
and+or+nand+nor	140	140	0.188
buffers and inverters	130	283	0.128
## worst max path at each step
stage / from / end / slack, ns / cells after the start
final: cont_in_dec[0] / result_2_2[10] / -0.68 / 22
after global routing: cont_in_dec[0] / result_2_2[10] / -0.86 / 22
after CTS: cont_in_dec[1] / result_2_2[10] / -0.62 / 22
## power by group
group / switching, W / internal, W / total (W)
clock network: 0 / 0 / 0
registers: 0 / 0 / 0
logic: 0.000662 / 0.000956 / 0.00162
## repair_timing
action / in CTS / in global routing
pin swaps: 55 / 31
endpoints found under the setup margin: 10 / 10
buffers inserted: 8 / 4
hold buffers: 0 / 0
resized: 87 / 35
## cell usage in the layout, fill, tap and decap left out, types with 8 or more instances in the layout
cell	netlist	layout
clkdlybuf4s50_1	0	38
xnor2_1	38	32
fa_1	60	57
dlymetal6s2s_1	0	8
buf_6	0	13
and2_1	44	44
ha_4	0	12
dlygate4sd2_1	0	8
inv_1	119	112
buf_4	0	85
nor2b_1	11	11
ha_1	57	45
nand2_1	74	71
## layout make-up
class              count  area share
inverters            119      0.0790
repair buffers       164       0.254
multi-input cells    334       0.645
well taps             99      0.0219
Power and IR drop assume default switching activity.
